[flow/config.mk]
export PLATFORM = sky130hd
export DESIGN_NAME = I2C_HDMI_Config
export DESIGN_NICKNAME = I2C_HDMI_Config
export VERILOG_FILES = /design/flow/design.v
export SDC_FILE = /design/flow/constraint.sdc
export NUM_CORES = 4
export LEC_CHECK = 1
export CORE_UTILIZATION = 30
[flow/constraint.sdc]
current_design I2C_HDMI_Config

set clk_period 2.8
set clk_io_pct 0.2

create_clock -name clk0 -period $clk_period [get_ports {iCLK}]

set non_clock_inputs [all_inputs -no_clocks]
set_input_delay [expr $clk_period * $clk_io_pct] -clock clk0 $non_clock_inputs
set_output_delay [expr $clk_period * $clk_io_pct] -clock clk0 [all_outputs]
[flow/run.sh]
#!/bin/bash
# OpenROAD 26Q1-2900-gdf79404cd8, Yosys 0.63+post, stock flow scripts
make -C /OpenROAD-flow-scripts/flow DESIGN_CONFIG=/design/flow/config.mk WORK_HOME=/design/flow/orfs finish
[flow/design.v]
module I2C_Controller (
	CLOCK,
	I2C_SCLK, 
 	I2C_SDAT, 
	I2C_DATA, 
	GO,       
	END,      
	W_R,      
	ACK,       
	RESET,
	SD_COUNTER,
	SDO
);
	input  CLOCK;
	input  [23:0]I2C_DATA;	
	input  GO;
	input  RESET;	
	input  W_R;
 	inout  I2C_SDAT;	
	output I2C_SCLK;
	output END;	
	output ACK;
	output [5:0] SD_COUNTER;
	output SDO;
reg SDO;
reg SCLK;
reg END;
reg [23:0]SD;
reg [5:0]SD_COUNTER;
wire I2C_SCLK=SCLK | ( ((SD_COUNTER >= 4) & (SD_COUNTER <=30))? ~CLOCK :0 );
wire I2C_SDAT=SDO?1'bz:0 ;
reg ACK1,ACK2,ACK3;
wire ACK=ACK1 | ACK2 |ACK3;
always @(negedge RESET or posedge CLOCK ) begin
if (!RESET) SD_COUNTER=6'b111111;
else begin
if (GO==0) 
	SD_COUNTER=0;
	else 
	if (SD_COUNTER < 6'b111111) SD_COUNTER=SD_COUNTER+1;	
end
end
always @(negedge RESET or  posedge CLOCK ) begin
if (!RESET) begin SCLK=1;SDO=1; ACK1=0;ACK2=0;ACK3=0; END=1; end
else
case (SD_COUNTER)
	6'd0  : begin ACK1=0 ;ACK2=0 ;ACK3=0 ; END=0; SDO=1; SCLK=1;end
	6'd1  : begin SD=I2C_DATA;SDO=0;end
	6'd2  : SCLK=0;
	6'd3  : SDO=SD[23];
	6'd4  : SDO=SD[22];
	6'd5  : SDO=SD[21];
	6'd6  : SDO=SD[20];
	6'd7  : SDO=SD[19];
	6'd8  : SDO=SD[18];
	6'd9  : SDO=SD[17];
	6'd10 : SDO=SD[16];	
	6'd11 : SDO=1'b1; 
	6'd12  : begin SDO=SD[15]; ACK1=I2C_SDAT; end
	6'd13  : SDO=SD[14];
	6'd14  : SDO=SD[13];
	6'd15  : SDO=SD[12];
	6'd16  : SDO=SD[11];
	6'd17  : SDO=SD[10];
	6'd18  : SDO=SD[9];
	6'd19  : SDO=SD[8];
	6'd20  : SDO=1'b1; 
	6'd21  : begin SDO=SD[7]; ACK2=I2C_SDAT; end
	6'd22  : SDO=SD[6];
	6'd23  : SDO=SD[5];
	6'd24  : SDO=SD[4];
	6'd25  : SDO=SD[3];
	6'd26  : SDO=SD[2];
	6'd27  : SDO=SD[1];
	6'd28  : SDO=SD[0];
	6'd29  : SDO=1'b1; 
    6'd30 : begin SDO=1'b0;	SCLK=1'b0; ACK3=I2C_SDAT; end	
    6'd31 : SCLK=1'b1; 
    6'd32 : begin SDO=1'b1; END=1; end 
endcase
end
endmodule
module I2C_HDMI_Config (	 
		iCLK,
		iRST_N,
		I2C_SCLK,
		I2C_SDAT,
		HDMI_TX_INT
	);
input		iCLK;
input		iRST_N;
output		I2C_SCLK;
inout		I2C_SDAT;
input		HDMI_TX_INT;
reg	[15:0]	mI2C_CLK_DIV;
reg	[23:0]	mI2C_DATA;
reg			mI2C_CTRL_CLK;
reg			mI2C_GO;
wire		mI2C_END;
wire		mI2C_ACK;
reg	[15:0]	LUT_DATA;
reg	[5:0]	LUT_INDEX;
reg	[3:0]	mSetup_ST;
parameter	CLK_Freq	=	50000000;	 
parameter	I2C_Freq	=	20000;		 
parameter	LUT_SIZE	=	31;
always@(posedge iCLK or negedge iRST_N)
begin
	if(!iRST_N)
	begin
		mI2C_CTRL_CLK	<=	0;
		mI2C_CLK_DIV	<=	0;
	end
	else
	begin
		if( mI2C_CLK_DIV	< (CLK_Freq/I2C_Freq) )
			mI2C_CLK_DIV	<=	mI2C_CLK_DIV+1;
		else
		begin
			mI2C_CLK_DIV	<=	0;
			mI2C_CTRL_CLK	<=	~mI2C_CTRL_CLK;
		end
	end
end
I2C_Controller 	u0	(	.CLOCK(mI2C_CTRL_CLK),			 
						.I2C_SCLK(I2C_SCLK),			 
 	 	 	 	 	 	.I2C_SDAT(I2C_SDAT),			 
						.I2C_DATA(mI2C_DATA),			 
						.GO(mI2C_GO),					 
						.END(mI2C_END),					 
						.ACK(mI2C_ACK),					 
						.RESET(iRST_N)	);
always@(posedge mI2C_CTRL_CLK or negedge iRST_N)
begin
	if(!iRST_N)
	begin
		LUT_INDEX	<=	0;
		mSetup_ST	<=	0;
		mI2C_GO		<=	0;
	end
	else
	begin
		if(LUT_INDEX<LUT_SIZE)
		begin
			case(mSetup_ST)
			0:	begin
					mI2C_DATA	<=	{8'h72,LUT_DATA};
					mI2C_GO		<=	1;
					mSetup_ST	<=	1;
				end
			1:	begin
					if(mI2C_END)
					begin
						if(!mI2C_ACK)
						mSetup_ST	<=	2;
						else
						mSetup_ST	<=	0;							
						mI2C_GO		<=	0;
					end
				end
			2:	begin
					LUT_INDEX	<=	LUT_INDEX+1;
					mSetup_ST	<=	0;
				end
			endcase
		end
		else
		begin
		  if(!HDMI_TX_INT)
		  begin
		    LUT_INDEX <= 0;
		  end
		  else
		    LUT_INDEX <= LUT_INDEX;
		end
	end
end
always
begin
	case(LUT_INDEX)
	0	:	LUT_DATA	<=	16'h9803;   
	1	:	LUT_DATA	<=	16'h0100;   
	2	:	LUT_DATA	<=	16'h0218;   
	3	:	LUT_DATA	<=	16'h0300;   
	4	:	LUT_DATA	<=	16'h1470;   
	5	:	LUT_DATA	<=	16'h1520;   
	6	:	LUT_DATA	<=	16'h1630;   
	7	:	LUT_DATA	<=	16'h1846;   
	8	:	LUT_DATA	<=	16'h4080;   
	9	:	LUT_DATA	<=	16'h4110;   
	10	:	LUT_DATA	<=	16'h49A8;   
	11	:	LUT_DATA	<=	16'h5510;   
	12	:	LUT_DATA	<=	16'h5608;   
	13	:	LUT_DATA	<=	16'h96F6;   
	14	:	LUT_DATA	<=	16'h7307;   
	15	:	LUT_DATA	<=	16'h761f;   
	16	:	LUT_DATA	<=	16'h9803;   
	17	:	LUT_DATA	<=	16'h9902;   
	18	:	LUT_DATA	<=	16'h9ae0;   
	19	:	LUT_DATA	<=	16'h9c30;   
	20	:	LUT_DATA	<=	16'h9d61;   
	21	:	LUT_DATA	<=	16'ha2a4;   
	22	:	LUT_DATA	<=	16'ha3a4;   
	23	:	LUT_DATA	<=	16'ha504;   
	24	:	LUT_DATA	<=	16'hab40;   
	25	:	LUT_DATA	<=	16'haf16;   
	26	:	LUT_DATA	<=	16'hba60;   
	27	:	LUT_DATA	<=	16'hd1ff;   
	28	:	LUT_DATA	<=	16'hde10;   
	29	:	LUT_DATA	<=	16'he460;   
	30	:	LUT_DATA	<=	16'hfa7d;   
	default:		LUT_DATA	<=	16'h9803;
	endcase
end
endmodule 
==> results.cfg <==
; implementation run metrics
[floorplan]
chipArea_um2 = 5720
die_w_um = 75.6
core_um2 = 5170
ioPinCount = 5
die_y_um = 75.6
fp_util = 0.314
row_count = 26

[sta]
finalHoldViolations = 0
skew_ps = 3.39
fmaxAchievable_ghz = 0.432
setup_viol = 0
relSlewSlack = 0.492
period_needed_ps = 2310
rsz0062_at_grt = false
untimed_endpoints = 18
finalSetupTns_ps = 0
hold-worst-slack_ps = 499
finalClockPeriodUsage = 0.826
worstMarginPinSlew_ps = 759
unclocked_regs = 18
slew_violations = 0

[clocking]
cts_tree = built
cts.hold.buffers_added = 0
cts_setup_buffers = 0
path_clk_slew_ps = 60
ctsHtreeMaxLevel = 1
cts_resized = 0
numCtsBuffers = 3
root_buffer = clkbuf_8
worstSkewPairLatency_ps = 250
clockBufferDepth = 2

[synthesis]
ys_types = 35
async_flop_share = 1.00
ys_warn_count = 3
yosys_cells = 160
synth-edff-count = 0
synthesis.area_um2 = 1630
ys_ff = 35
syn_area_per_cell_um2 = 10.2
postSynthCellCount = 160
yosysMostFrequentCell = dfrtp_1
synthFlopType = dfrtp_1
synthTopCellsByArea = dfrtp_1 40%, dfstp_2 15%, nand3_1 4.3%, xnor2_1 4.3%, o21ai_0 4.0%
synth_seq_share = 0.545
ys_area_um2 = 1630
yosys.area.top_type_share = 0.400
top_area_cell = dfrtp_1
top_cells_by_count = 26 x dfrtp_1, 16 x nor2_1, 14 x nand3_1

[route]
drt_iter0_drc = 86
ant_nets = 0
routed_wirelength_um = 2510
drc = 0
antenna_cells = 0
vias = 1101
wl_per_cell_um = 10.5
dr.pass1.iters = 4
vias_per_cell = 4.63

[setup_path]
cp_top_family = flip-flops
cp-end-kind = primary output
cp.required_ps = 2240
path_buffers = 1
crit_slowest_cell = dfrtp_1
cp_slowest_stage_delay_ps = 580
crit_path_start = mI2C_CTRL_CLK
crit_chain = o41ai_1 -> clkdlybuf4s50_1
arrival_ps = 1750
critPathKind = flop to primary output
critPathMaxFanout = 20
worstReg2RegStart = mI2C_CLK_DIV[15]
start_kind = flop

[pwr]
netSwitchingFraction = 0.217
power_frac_comb = 0.039
peakVddDrop_v = 0.000399
seqPwrFrac = 0.677
pwr-share-clk = 0.284
p_int_uw = 497
power_density_nw_per_um2 = 355
p_switching_uw = 137
power_leakage_nw = 0.740

[global_routing]
grt_overflow_total = 0
grt_pass1_vias = 1031
grt_usage = 0.104
grt_pass1_wl_um = 4620
grt_max_degree = 21
antenna_found_initial = 0

[worst_hold_path]
worstHoldPathType = flop to flop
worstHoldStart = mI2C_CLK_DIV[11]

[final_layout]
area_growth_syn_to_layout_pct = 9.77
ff_latch_area_um2 = 887
instances_no_fill = 238
final_cell_area_um2 = 1790
n_fill_cell = 527
utilization = 0.345
drive_gt1_frac = 0.0952
logic_area_um2 = 701

[placed_design]
port_buffers = 3
dp.cells = 234
gp_congestion = 0.807
dpl-instance-area_um2 = 1740
dpl.hpwl_um = 1780

[job]
warnings = 27
drv_cap = 0

[outcome]
run_status = finished, final reports clean
==> state kept, by name, indices dropped and copies added (netlist names), named ones only <==
name and flops:
LUT_INDEX 6, mI2C_CLK_DIV 16, mI2C_CTRL_CLK 1, mI2C_GO 1, mSetup_ST 2, u0.END 1, u0.SCLK 1, u0.SD_COUNTER 6
==> final timing paths <==
kind | cells after the start | endpoint | slack, ps
min in group asynchronous | 1 | mI2C_CLK_DIV[1] | 750
worst min register to register | 2 | mI2C_CLK_DIV[11] | 500
worst max register to register | 3 | mI2C_CTRL_CLK | 1250
max in group asynchronous | 1 | mI2C_CLK_DIV[8] | 1570
worst min-delay path | 2 | mI2C_CLK_DIV[11] | 500
worst max-delay path | 2 | I2C_SCLK | 490
==> power groups by stage <==
stage | combinational, mW | sequential, mW | clock [mW]
4_1_cts | 0.0256 | 0.432 | 0.184
5_1_grt | 0.0286 | 0.438 | 0.193
6_report | 0.0247 | 0.430 | 0.180
==> area by class of cell <==
type / instances / share of cell area
clock buffers: 3 / 0.0231
clock inverters: 1 / 0.00280
inverters: 7 / 0.0147
multi-input cells: 118 / 0.392
flip-flops and latches: 35 / 0.497
well taps: 70 / 0.0491
repair buffers: 4 / 0.0210
==> worst reg2reg max path, delay by kind of cell, from the launching register on <==
kind / cells / cell delay, ps
AND/OR/NAND/NOR: 1 / 520
flip-flops: 1 / 360
AND-OR/OR-AND: 1 / 330
XOR/XNOR: 1 / 210
==> per-layer routing <==
metal | global-route usage | vias up | share of wire
met1 | 0.178 | 516 | 0.54
met3 | 0.00804 | 5 | 0.024
met5 | 0 | - | 0
met2 | 0.153 | 16 | 0.42
li1 | - | 564 | -
met4 | 0.0123 | 0 | 0.013
==> cell usage in the layout, fill, tap and decap left out, drive strengths merged, types with 5 or more instances in the layout <==
cell type | synthesis | layout
inv | 7 | 7
dfrtp | 26 | 26
nand2 | 12 | 12
nand3 | 14 | 14
nor2 | 16 | 16
o21ai | 13 | 13
ha | 5 | 5
dfstp | 9 | 9
conb | 1 | 5
xnor2 | 8 | 8
a21oi | 5 | 5
==> through the flow <==
stage / setup slack [ps] / power [mW]
final: 486 / 0.634
after global routing: 367 / 0.660
after CTS: 461 / 0.641
after detailed placement: 739 / 0.462
after global placement: 719 / 0.461
after floorplan: 1470 / 0.432
==> cells by family (layout without fill, tap and decap cells) <==
family | count (synthesis) | count (layout) | share of synthesized area
AND/OR/NAND/NOR | 66 | 66 | 0.202
flip-flops | 35 | 35 | 0.545
AND-OR/OR-AND | 29 | 29 | 0.107
XOR/XNOR | 11 | 11 | 0.0592
buffers and inverters | 11 | 15 | 0.0331
adder cells (fa/ha/maj) | 5 | 5 | 0.0385
multiplexers | 2 | 2 | 0.0131
other | 1 | 5 | 0.00231
Power figures rest on the tool's default switching activity, not on a simulated workload.
