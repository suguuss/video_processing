==> design.v <==
module I2C_Controller (
	CLOCK,
	I2C_SCLK, 
 	I2C_SDAT, 
	I2C_DATA, 
	GO,       
	END,      
	W_R,      
	ACK,       
	RESET,
	SD_COUNTER,
	SDO
);
	input  CLOCK;
	input  [23:0]I2C_DATA;	
	input  GO;
	input  RESET;	
	input  W_R;
 	inout  I2C_SDAT;	
	output I2C_SCLK;
	output END;	
	output ACK;
	output [5:0] SD_COUNTER;
	output SDO;
reg SDO;
reg SCLK;
reg END;
reg [23:0]SD;
reg [5:0]SD_COUNTER;
wire I2C_SCLK=SCLK | ( ((SD_COUNTER >= 4) & (SD_COUNTER <=30))? ~CLOCK :0 );
wire I2C_SDAT=SDO?1'bz:0 ;
reg ACK1,ACK2,ACK3;
wire ACK=ACK1 | ACK2 |ACK3;
always @(negedge RESET or posedge CLOCK ) begin
if (!RESET) SD_COUNTER=6'b111111;
else begin
if (GO==0) 
	SD_COUNTER=0;
	else 
	if (SD_COUNTER < 6'b111111) SD_COUNTER=SD_COUNTER+1;	
end
end
always @(negedge RESET or  posedge CLOCK ) begin
if (!RESET) begin SCLK=1;SDO=1; ACK1=0;ACK2=0;ACK3=0; END=1; end
else
case (SD_COUNTER)
	6'd0  : begin ACK1=0 ;ACK2=0 ;ACK3=0 ; END=0; SDO=1; SCLK=1;end
	6'd1  : begin SD=I2C_DATA;SDO=0;end
	6'd2  : SCLK=0;
	6'd3  : SDO=SD[23];
	6'd4  : SDO=SD[22];
	6'd5  : SDO=SD[21];
	6'd6  : SDO=SD[20];
	6'd7  : SDO=SD[19];
	6'd8  : SDO=SD[18];
	6'd9  : SDO=SD[17];
	6'd10 : SDO=SD[16];	
	6'd11 : SDO=1'b1; 
	6'd12  : begin SDO=SD[15]; ACK1=I2C_SDAT; end
	6'd13  : SDO=SD[14];
	6'd14  : SDO=SD[13];
	6'd15  : SDO=SD[12];
	6'd16  : SDO=SD[11];
	6'd17  : SDO=SD[10];
	6'd18  : SDO=SD[9];
	6'd19  : SDO=SD[8];
	6'd20  : SDO=1'b1; 
	6'd21  : begin SDO=SD[7]; ACK2=I2C_SDAT; end
	6'd22  : SDO=SD[6];
	6'd23  : SDO=SD[5];
	6'd24  : SDO=SD[4];
	6'd25  : SDO=SD[3];
	6'd26  : SDO=SD[2];
	6'd27  : SDO=SD[1];
	6'd28  : SDO=SD[0];
	6'd29  : SDO=1'b1; 
    6'd30 : begin SDO=1'b0;	SCLK=1'b0; ACK3=I2C_SDAT; end	
    6'd31 : SCLK=1'b1; 
    6'd32 : begin SDO=1'b1; END=1; end 
endcase
end
endmodule
module I2C_CAM_Config (	 
		iCLK,
		iRST_N,
		I2C_SCLK,
		I2C_SDAT,
	);
input		iCLK;
input		iRST_N;
output		I2C_SCLK;
inout		I2C_SDAT;
reg	[15:0]	mI2C_CLK_DIV;
reg	[23:0]	mI2C_DATA;
reg			mI2C_CTRL_CLK;
reg			mI2C_GO;
wire		mI2C_END;
wire		mI2C_ACK;
reg	[15:0]	LUT_DATA;
reg	[5:0]	LUT_INDEX;
reg	[3:0]	mSetup_ST;
parameter	CLK_Freq	=	50000000;	 
parameter	I2C_Freq	=	50000;		 
parameter	LUT_SIZE	=	17;
always@(posedge iCLK or negedge iRST_N)
begin
	if(!iRST_N)
	begin
		mI2C_CTRL_CLK	<=	0;
		mI2C_CLK_DIV	<=	0;
	end
	else
	begin
		if( mI2C_CLK_DIV	< (CLK_Freq/I2C_Freq) )
			mI2C_CLK_DIV	<=	mI2C_CLK_DIV+1;
		else
		begin
			mI2C_CLK_DIV	<=	0;
			mI2C_CTRL_CLK	<=	~mI2C_CTRL_CLK;
		end
	end
end
I2C_Controller 	u0	(	.CLOCK(mI2C_CTRL_CLK),			 
						.I2C_SCLK(I2C_SCLK),			 
 	 	 	 	 	 	.I2C_SDAT(I2C_SDAT),			 
						.I2C_DATA(mI2C_DATA),			 
						.GO(mI2C_GO),					 
						.END(mI2C_END),					 
						.ACK(mI2C_ACK),					 
						.RESET(iRST_N)	);
always@(posedge mI2C_CTRL_CLK or negedge iRST_N)
begin
	if(!iRST_N)
	begin
		LUT_INDEX	<=	0;
		mSetup_ST	<=	0;
		mI2C_GO		<=	0;
	end
	else
	begin
		if(LUT_INDEX<LUT_SIZE)
		begin
			case(mSetup_ST)
			0:	begin
					mI2C_DATA	<=	{8'h42,LUT_DATA};
					mI2C_GO		<=	1;
					mSetup_ST	<=	1;
				end
			1:	begin
					if(mI2C_END)
					begin
						if(!mI2C_ACK)
						mSetup_ST	<=	2;
						else
						mSetup_ST	<=	0;							
						mI2C_GO		<=	0;
					end
				end
			2:	begin
					LUT_INDEX	<=	LUT_INDEX+1;
					mSetup_ST	<=	0;
				end
			endcase
		end
		else
		begin
			LUT_INDEX <= LUT_INDEX;
		end
	end
end
always
begin
	case(LUT_INDEX)
	0	:	LUT_DATA	<=	16'h1280;  
	1	:	LUT_DATA	<=	16'h1280;  
	2	:	LUT_DATA	<=	16'h1204;  
	3	:	LUT_DATA	<=	16'h703A;  
	4	:	LUT_DATA	<=	16'h71B5;  
	5	:	LUT_DATA	<=	16'h1204;  
	6	:	LUT_DATA	<=	16'h8c00;
	7	:	LUT_DATA	<=	16'h0400;
	8	:	LUT_DATA	<=	16'h40d0;
	9	:	LUT_DATA	<=	16'h146a;
	10	:	LUT_DATA	<=	16'h4fb3;
	11	:	LUT_DATA	<=	16'h50b3;
	12	:	LUT_DATA	<=	16'h5100;
	13	:	LUT_DATA	<=	16'h523d;
	14	:	LUT_DATA	<=	16'h53a7;
	15	:	LUT_DATA	<=	16'h54e4;
	16	:	LUT_DATA	<=	16'h3d40;  
	default:		LUT_DATA	<=	16'h1280;
	endcase
end
endmodule 
==> run.sh <==
#!/bin/bash
# OpenROAD 26Q1-2900-gdf79404cd8, Yosys 0.63+post, stock flow scripts
make -C /OpenROAD-flow-scripts/flow DESIGN_CONFIG=/design/flow/config.mk WORK_HOME=/design/flow/orfs finish
==> config.mk <==
export PLATFORM = sky130hd
export DESIGN_NAME = I2C_CAM_Config
export DESIGN_NICKNAME = I2C_CAM_Config
export VERILOG_FILES = /design/flow/design.v
export SDC_FILE = /design/flow/constraint.sdc
export NUM_CORES = 4
export LEC_CHECK = 1
export CORE_AREA = 10 10 101 101
export DIE_AREA = 0 0 111 111
==> constraint.sdc <==
current_design I2C_CAM_Config

set clk_period 2.5
set clk_io_pct 0.2

create_clock -name clk0 -period $clk_period [get_ports {iCLK}]

set non_clock_inputs [all_inputs -no_clocks]
set_input_delay [expr $clk_period * $clk_io_pct] -clock clk0 $non_clock_inputs
set_output_delay [expr $clk_period * $clk_io_pct] -clock clk0 [all_outputs]
==> impl_metrics.env <==
# yosys + openroad results
export IMPL_status="completed"
export IMPL_powerDensity_nw_per_um2=384
export IMPL_num_vias=1057
export IMPL_cts_buffers=3
export IMPL_io_buffers=2
export IMPL_synthSimpleGateAreaFrac_pct=16.0
export IMPL_ys_sh_aoi_pct=15.7
export IMPL_slew_headroom_pct=66.9
export IMPL_logic_family="simple AND/OR/NAND/NOR gates"
export IMPL_hold_buffers=0
export IMPL_peakVddDrop_v=0.000201
export IMPL_setup_viol=0
export IMPL_wl_um=2530
export IMPL_placed_cell_area_um2=1800
export IMPL_cts_tree="done"
export IMPL_io_pins=4
export IMPL_rsz0062_at_grt="no"
export IMPL_overflow=0
export IMPL_hp_class="register to register"
export IMPL_drc=0
export IMPL_untimed_endpoints=18
export IMPL_cp_data_arrival_time_ns=1.39
export IMPL_grt_pass1_vias=1010
export IMPL_period_minus_slack_ns=1.89
export IMPL_rows=33
export IMPL_p_leak_nw=0.769
export IMPL_fp_util_pct=20.0
export IMPL_drtPass1Iterations=4
export IMPL_gp_congestion=0.800
export IMPL_routedWlPerCell_um=9.66
export IMPL_tool_warnings=28
export IMPL_maxSlewViolCount=0
export IMPL_max_freq_mhz=530
export IMPL_clock_latency_late_pin_ns=0.26
export IMPL_die_width_um=111
export IMPL_crit_path_top_delay_cell="clkdlybuf4s50_1"
export IMPL_ys_flops=35
export IMPL_cp_start_kind="register"
export IMPL_area_growth_pct=13.5
export IMPL_skew_ns=0.00604
export IMPL_grt_antenna_before_repair=0
export IMPL_adder_share_pct=4.61
export IMPL_grt_pass1_wl_um=4660
export IMPL_grt_total_usage_pct=4.26
export IMPL_crit_path_max_fanout=2
export IMPL_ys_types=46
export IMPL_viasPerCell=4.03
export IMPL_ys_seq_share_pct=54.5
export IMPL_cts_root_buf="clkbuf_8"
export IMPL_cts_resized=0
export IMPL_drive_above_1_share_pct=14.6
export IMPL_cts_setup_buffers=0
export IMPL_synth_cells=147
export IMPL_crit_type="register to output pin"
export IMPL_cp_num_buf_inv=1
export IMPL_cts_max_path_buffers=2
export IMPL_layout_top_cell="dfrtp_1"
export IMPL_yosys_warnings=3
export IMPL_tightestPinTransition_ns=0.491
export IMPL_cp_slowest_stage_delay_ns=0.45
export IMPL_mostFrequentLayoutCells="dfrtp_1 (26), inv_1 (11), dfstp_2 (9), nand2_1 (8), nor2_1 (8)"
export IMPL_syn_area_per_cell_um2=11.1
export IMPL_n_fill_cell=840
export IMPL_critical_path_cell_chain="nor3_1 > a21o_1 > clkdlybuf4s50_1"
export IMPL_post_dp_hpwl_um=1800
export IMPL_critPathCaptureType="output pin"
export IMPL_yosys_area_um2=1630
export IMPL_htreeDepth=1
export IMPL_drtIter0Drc=29
export IMPL_fin_area_um2=1850
export IMPL_xor_area_share_pct=2.69
export IMPL_unclocked_pins=18
export IMPL_finalHoldViolations=0
export IMPL_mux_share_pct=2.61
export IMPL_yosysCellCount=147
export IMPL_cap_violations=0
export IMPL_finalCritPeriodShare_pct=75.5
export IMPL_core_um2=8130
export IMPL_die_y_um=111
export IMPL_crit_family="buffers and inverters"
export IMPL_final_util_pct=22.7
export IMPL_ant_nets=0
export IMPL_fin_setup_tns_ns=0
export IMPL_grt_start_max_net_pins=36
export IMPL_antennaDiodeCount=0
export IMPL_die_area_um2=12300
export IMPL_netlist_area_um2=1630
export IMPL_path_clk_slew_ns=0.07
export IMPL_cp_data_required_time_ns=2.00
## sequential cells by signal, summed over array words and instances (netlist names), named ones only
register,count
mI2C_CLK_DIV,16
LUT_INDEX,6
u0.SD_COUNTER,6
mSetup_ST,2
mI2C_CTRL_CLK,1
mI2C_GO,1
u0.END,1
u0.SCLK,1
## worst reg2reg max path: cells and delay by family (launching register included)
family | cells | cell delay (ns)
DFF | 1 | 0.36
and+or+nand+nor | 1 | 0.47
xor gates and xnor gates | 1 | 0.24
AOI/OAI and AO/OA | 1 | 0.31
## routing by layer
layer | global-route usage (%) | vias to the layer above | wire (µm)
met2 | 6.21 | 8 | 1070
met5 | 0 | - | 0
met4 | 0.260 | 0 | 21
met3 | 1.48 | 2 | 108
met1 | 6.22 | 504 | 1340
li1 | - | 543 | -
## kinds of logic (layout without fill, tap and decap cells)
group | Yosys count | count (layout)
AND-OR/OR-AND | 34 | 34
XOR/XNOR | 5 | 5
adder cells (fa/ha/maj) | 6 | 6
buffers and inverters | 15 | 19
flip-flops | 35 | 35
multiplexers | 4 | 4
other | 1 | 7
AND/OR/NAND/NOR | 47 | 47
## Yosys cell counts (all sizes together)
cell type | number | share of area, %
and3b | 2 | 1.1
o221a | 2 | 1.4
a211oi | 1 | 0.77
conb | 1 | 0.23
a211o | 2 | 1.1
nand2b | 1 | 0.38
o211a | 1 | 0.61
or3b | 1 | 0.69
mux2 | 2 | 1.4
a22o | 1 | 0.54
nor4bb | 1 | 0.61
dfstp | 9 | 15
nand4 | 3 | 1.2
nor3b | 2 | 0.92
or3 | 3 | 1.2
nor4 | 1 | 0.38
buf | 1 | 0.46
mux2i | 2 | 1.2
a21o | 2 | 0.92
a2111oi | 1 | 0.54
a31oi | 4 | 1.5
a21oi | 6 | 1.8
and2 | 1 | 0.38
nand2 | 8 | 1.8
and4 | 2 | 1.1
o21a | 1 | 0.46
o21ai | 5 | 1.5
o2bb2a | 1 | 0.61
o32ai | 1 | 0.54
nand3 | 7 | 2.2
clkbuf | 3 | 0.69
a31o | 2 | 1.1
o21bai | 1 | 0.46
xor2 | 2 | 1.1
nor2 | 8 | 1.8
nor2b | 1 | 0.38
inv | 11 | 2.5
o211ai | 2 | 1.2
xnor2 | 3 | 1.6
nor3 | 5 | 1.5
dfrtp | 26 | 40
and3 | 1 | 0.38
ha | 6 | 4.6
o31a | 1 | 0.54
## area by class of cell
| class | count | area [µm²] | share of cell area [%] |
|---|---|---|---|
| Clock buffer | 3 | 41.3 | 2.24 |
| Clock inverter | 1 | 7.51 | 0.407 |
| Inverter | 11 | 41.3 | 2.24 |
| Multi-Input combinational cell | 103 | 703 | 38.1 |
| Sequential cell | 35 | 887 | 48.0 |
| Tap cell | 105 | 131 | 7.11 |
| Timing Repair Buffer | 4 | 35.0 | 1.90 |
## report_power, final
| group | internal [mW] | switching (mW) |
|---|---|---|
| Combinational | 0.0157 | 0.0536 |
| Sequential | 0.419 | 0.00483 |
| Clock | 0.112 | 0.103 |
| Total | 0.547 | 0.161 |
## stage by stage
stage	std cells	worst slack [ns]	hold slack, ns	total power, mW
floorplan	153	1.19	0.204	0.458
global placement	258	0.880	0.447	0.503
detailed placement	258	0.891	0.452	0.503
CTS	262	0.593	0.462	0.722
global route	262	0.490	0.470	0.743
finish	262	0.612	0.462	0.708
## worst paths after layout
| check | startpoint | endpoint | slack [ns] | depth (start not counted) |
|---|---|---|---|---|
| setup / recovery | mI2C_CTRL_CLK$_DFFE_PN0N_ | I2C_SCLK | 0.61 | 3 |
| hold / removal | mI2C_CLK_DIV[0]$_DFF_PN0_ | mI2C_CLK_DIV[0]$_DFF_PN0_ | 0.46 | 1 |
| setup reg to reg | mI2C_CLK_DIV[15]$_DFF_PN0_ | mI2C_CTRL_CLK$_DFFE_PN0N_ | 0.98 | 3 |
| hold reg to reg | mI2C_CLK_DIV[0]$_DFF_PN0_ | mI2C_CLK_DIV[0]$_DFF_PN0_ | 0.46 | 1 |
| max in group asynchronous | iRST_N | mI2C_CLK_DIV[15]$_DFF_PN0_ | 1.53 | 2 |
| min in group asynchronous | iRST_N | mI2C_CTRL_CLK$_DFFE_PN0N_ | 0.65 | 2 |
Power is estimated from default activity; no workload was simulated.
